--- flow/run.sh ---
#!/bin/bash
# OpenROAD 26Q1-2900-gdf79404cd8, Yosys 0.63+post, stock flow scripts
make -C /OpenROAD-flow-scripts/flow DESIGN_CONFIG=/design/flow/config.mk WORK_HOME=/design/flow/orfs finish
--- flow/config.mk ---
export PLATFORM = sky130hd
export DESIGN_NAME = main
export DESIGN_NICKNAME = main
export VERILOG_FILES = /design/flow/design.v
export SDC_FILE = /design/flow/constraint.sdc
export NUM_CORES = 4
export LEC_CHECK = 1
export CORE_AREA = 10 10 70 70
export DIE_AREA = 0 0 80 80
--- flow/constraint.sdc ---
current_design main

set clk_period 1.8
set clk_io_pct 0.2

create_clock -name clk0 -period $clk_period [get_ports {clk}]

set non_clock_inputs [all_inputs -no_clocks]
set_input_delay [expr $clk_period * $clk_io_pct] -clock clk0 $non_clock_inputs
set_output_delay [expr $clk_period * $clk_io_pct] -clock clk0 [all_outputs]
--- flow/design.v ---
`timescale 1ns / 1ps
`timescale 1ns / 1ps
module main(
	input x,
	input allow,
	input clk,
	output z
);
reg [2:0] state;
reg rout;
initial begin
state <= 0;
rout <= 0;
end
always @(posedge clk)
if(allow)
	case(state)
		0: begin
				rout <= 0;
				if(x)
					state <= 1;
			end
		1: begin
			rout <= 0;
			state <= 2;
		end
		2: begin
			rout <= 1;
			state <= 3;
		end
		3: begin
			rout <= 1;
			state <= 4;
		end
		4: begin
			if(x || rout)
			rout <= 1;
			if(x==0)
				begin
					rout <= 0;
					state <= 0;
				end
		end
	endcase
assign z = rout;
endmodule
==> flow_metrics.env <==
# source this file to load flow results
export IMPL_status="completed"
export IMPL_clkLatencyLatePin_ns=0.23
export IMPL_finalSetupViolCount=0
export IMPL_cts_sinks=4
export IMPL_dieArea_um2=6400
export IMPL_hold_start="state[0]"
export IMPL_fin_crit_sh=0.825
export IMPL_ctsResizeCount=0
export IMPL_clockBufferDepth=2
export IMPL_first_pass_iters=4
export IMPL_htreeDepth=1
export IMPL_fp_dieW_um=80
export IMPL_pin_count=4
export IMPL_p_per_area_nw_per_um2=797
export IMPL_synthToLayoutAreaGrowth_pct=46.2
export IMPL_yosys_cells=18
export IMPL_synth_cells=18
export IMPL_r2r_start="state[1]"
export IMPL_logic_area_um2=78.8
export IMPL_syn_area_um2=214
export IMPL_die_y_um=80
export IMPL_grt_overflow=0
export IMPL_fin_crit_ns=1.48
export IMPL_antenna_cells=0
export IMPL_slowest_delay_ns=0.54
export IMPL_hold_worst_slack_ns=0.718
export IMPL_worst_pin_slew_ns=0.252
export IMPL_fp_utilization=0.0626
export IMPL_synth_distinct_cells=14
export IMPL_min_path_type="reg2reg"
export IMPL_wirelength_um=375
export IMPL_path_class="reg2reg"
export IMPL_rows=21
export IMPL_ir_drop_mv=0.135
export IMPL_rsz0062_at_grt="no"
export IMPL_finalSetupTns_ns=0
export IMPL_cts_root_buf="clkbuf_4"
export IMPL_track_usage=0.0105
export IMPL_fmax_mhz=674
export IMPL_cpMaxStageDelayCell="or4_1"
export IMPL_pre_cts_ws_ns=0.123
export IMPL_antenna_found_initial=0
export IMPL_cp_max_fo=6
export IMPL_synth_area_per_cell_um2=11.9
export IMPL_start_kind="register"
export IMPL_crit_start="state[1]"
export IMPL_maxCapViolCount=0
export IMPL_n_fill_cell=400
export IMPL_core_area_um2=3420
export IMPL_skew_ns=0.00123
export IMPL_port_buffers=3
export IMPL_postCtsSetupBuffers=0
export IMPL_layout_drive_gt1_share=0.174
export IMPL_leakage_uw=0.0000971
export IMPL_path_cells="or4_1 -> and3_1"
export IMPL_tool_warnings=25
export IMPL_hold_buffers=0
export IMPL_drtIter0Drc=32
export IMPL_antenna_left=0
export IMPL_yosys_warnings=1
export IMPL_numSynthFlops=4
export IMPL_grt_max_degree=9
export IMPL_arrival_ns=1.46
export IMPL_ys_area_um2=214
export IMPL_setup_ws_ns=0.316
export IMPL_viasPerCell=2.28
export IMPL_cp_end_kind="register"
export IMPL_grt_pass1_wl_um=579
export IMPL_avgRoutedWirePerCell_um=5.43
export IMPL_timing_slew_headroom=0.832
export IMPL_crit_required_ns=1.77
export IMPL_vias=157
export IMPL_postSynthSeqShare=0.561
export IMPL_cts_tree="yes"
export IMPL_slew_violations=0
export IMPL_place_congestion=0.681
export IMPL_route_detailed_drc=0
export IMPL_grt_pass1_vias=131
export IMPL_cts_made_buffers=3
export IMPL_seq_area_um2=120
export IMPL_clk_pin_slew_ns=0.04
export IMPL_hold_violations=0
-- final timing paths --
path | end | slack [ns] | cells past startpoint
setup / recovery | state[2] | 0.32 | 2
hold reg to reg | state[0] | 0.72 | 1
setup reg to reg | state[2] | 0.32 | 2
hold / removal | state[0] | 0.72 | 1
-- power by group --
group	internal [µW]	switching [µW]
registers	111	7.46
clock network	74.3	33.0
logic	14.6	8.63
-- cells by family (layout without fill, tap and decap cells) --
family | after synthesis | after routing | synth area share
muxes | 1 | 1 | 0.0468
and+or+nand+nor | 7 | 7 | 0.181
buffers and inverters | 2 | 7 | 0.0702
AOI/OAI and AO/OA | 3 | 3 | 0.0995
xor gates and xnor gates | 1 | 1 | 0.0409
DFF | 4 | 4 | 0.561
-- area by class of cell --
type                       count  area share
clock buffer                   3      0.0720
inverter                       1      0.0120
multi-input combinational     12       0.252
sequential                     4       0.384
tap                           46       0.184
timing repair buffer           3      0.0960
-- placed cells by master, fill, tap and decap left out --
master and count:
and3_1 1, edfxtp_1 4, o22ai_1 1, xnor2_1 1, inv_1 1, clkbuf_4 3
a21boi_0 1, or2_2 1, o31ai_1 1, or4_1 1, clkdlybuf4s50_1 3, nor2_1 2
nor3b_1 1, mux2i_1 1, nand2_1 1
-- per-stage QoR --
step | instances | power, µW | utilization | instance area [µm²]
floorplan | 18 | 134 | - | 214
global placement | 66 | 142 | 0.0850 | 290
detailed placement | 66 | 143 | 0.0850 | 290
CTS | 69 | 256 | 0.0916 | 313
global route | 69 | 268 | 0.0916 | 313
finish | 69 | 249 | 0.0916 | 313
-- worst max-delay path: cells and delay by family (launching register included) --
family / cells / cell delay (ns)
flip-flops: 1 / 0.46
AND/OR/NAND/NOR: 2 / 0.77
-- Yosys cell counts, drive strengths merged --
| library cell | count | area, µm² |
|---|---|---|
| o22ai | 1 | 6.26 |
| inv | 1 | 3.75 |
| mux2i | 1 | 10.0 |
| nor2 | 2 | 7.51 |
| a21boi | 1 | 7.51 |
| edfxtp | 4 | 120 |
| or2 | 1 | 6.26 |
| xnor2 | 1 | 8.76 |
| o31ai | 1 | 7.51 |
| or4 | 1 | 7.51 |
| buf | 1 | 11.3 |
| and3 | 1 | 6.26 |
| nand2 | 1 | 3.75 |
| nor3b | 1 | 7.51 |
-- registers in the layout, summed over array words and instances (netlist names) --
| name | cells |
|---|---|
| state | 3 |
| rout | 1 |
-- layer usage --
| metal | global-route usage | wire length (µm) | vias up |
|---|---|---|---|
| li1 | - | - | 76 |
| met1 | 0.0141 | 154 | 74 |
| met2 | 0.0136 | 175 | 5 |
| met3 | 0.00341 | 29 | 2 |
| met4 | 0.00704 | 16 | 0 |
| met5 | 0 | 0 | - |
Power and IR drop assume default switching activity.
