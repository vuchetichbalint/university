==> flow/design.v <==
`timescale 1ns / 1ps
module uart_module(
	input clk,
	input rst,
	input [3:0] bcd0,
	input [3:0] bcd1,
	output tx_out
 );
reg [4:0] tx_cntr;  
reg [29:0] tx_shr;  
reg tx_en;  
reg tx_reg;  
reg [8:0] bd;  
assign tx_out = tx_reg;
always@(posedge clk)
begin
	if(rst)
	begin
		tx_en <= 0;
		tx_shr <= 0;
		bd <= 0;
		tx_cntr <= 0;
		tx_reg <= 1;
	end
	else 
	begin
		if(bd==277)  
		begin
			bd <= 0;
			tx_en <= 1;
		end
		else
		begin
			bd <= bd + 1;
			tx_en <= 0;
		end
	end
	if(tx_en)
	begin
		if(tx_cntr==0)
		begin
			tx_shr[0] <= 1'b0;  
			tx_shr[7:1] <= {3'b011,bcd1[3:0]};  
			tx_shr[8] <= bcd1[0]+bcd1[1]+bcd1[2]+bcd1[3]+1;  
			tx_shr[9] <= 1;  
			tx_shr[10] <= 0;  
			tx_shr[17:11] <= {3'b011,bcd0[3:0]};  
			tx_shr[18] <= bcd0[0]+bcd0[1]+bcd0[2]+bcd0[3]+1;  
			tx_shr[19] <= 1;  
			tx_shr[20] <= 0;  
			tx_shr[27:21] <= 7'b0001101;  
			tx_shr[28] <= 0;  
			tx_shr[29] <= 1;  
			tx_cntr <= 29;  
			tx_reg <= 1;  
		end
		else
		begin
			tx_reg <= tx_shr[0];
			tx_shr <= tx_shr >> 1;
			tx_cntr <= tx_cntr - 1;
		end
	end
end
endmodule
==> flow/run.sh <==
#!/bin/bash
# OpenROAD 26Q1-2900-gdf79404cd8, Yosys 0.63+post, stock flow scripts
make -C /OpenROAD-flow-scripts/flow DESIGN_CONFIG=/design/flow/config.mk WORK_HOME=/design/flow/orfs finish
==> flow/config.mk <==
export PLATFORM = sky130hd
export DESIGN_NAME = uart_module
export DESIGN_NICKNAME = uart_module
export VERILOG_FILES = /design/flow/design.v
export SDC_FILE = /design/flow/constraint.sdc
export NUM_CORES = 4
export LEC_CHECK = 1
export CORE_UTILIZATION = 40
==> flow/constraint.sdc <==
current_design uart_module

set clk_period 2.5
set clk_io_pct 0.2

create_clock -name clk0 -period $clk_period [get_ports {clk}]

set non_clock_inputs [all_inputs -no_clocks]
set_input_delay [expr $clk_period * $clk_io_pct] -clock clk0 $non_clock_inputs
set_output_delay [expr $clk_period * $clk_io_pct] -clock clk0 [all_outputs]
==> results.py <==
# Generated from Yosys and OpenROAD reports
metrics = {
    "timing": {
        "finalCritPeriodShare": 0.853,
        "drv_slew": 0,
        "setup_tns_ns": 0,
        "max-slew-margin-rel": 0.495,
        "min_period_ns": 2.13,
        "rsz0062_at_grt": "no",
        "fmax_mhz": 469,
        "clock_skew_ns": 0.00504,
        "setup_viol": 0,
        "worst_pin_slew_ns": 0.757,
        "hold_viol_final": 0,
        "fin_ws_ns": 0.366,
    },
    "routing": {
        "remaining_drc_errors": 0,
        "vias": 1181,
        "wl_microns": 3090,
        "drtAntennaViolNets": 0,
        "wl_per_cell_microns": 12.8,
        "n_antenna_cell": 0,
        "via_per_inst": 4.88,
        "drt-pass1-iter-count": 4,
        "initialDrtViolationCount": 65,
    },
    "cts": {
        "ctsHoldBuffers": 0,
        "cts_buffers": 5,
        "clock_latency_ns": 0.29,
        "cts_resized": 0,
        "postCtsSetupBuffers": 0,
        "clockBufferDepth": 2,
        "cts.sinks": 46,
        "htreeDepth": 2,
        "clockRootBuffer": "clkbuf_8",
        "clkTransAtPathRegs_ns": 0.08,
        "cts_tree": "built",
    },
    "global_route": {
        "antenna_found_initial": 0,
        "grt_remaining_overflow": 0,
        "grt_first_pass_wirelength_microns": 5210,
        "grt_max_degree": 28,
        "track_usage": 0.134,
        "grt_pass1_vias": 1165,
    },
    "setup_path": {
        "start_kind": "flip-flop",
        "reg2reg_depth": 4,
        "cp-startpoint": "tx_cntr[0]",
        "r2r-start": "tx_cntr[0]",
        "worst-setup-path-type": "reg2reg",
        "crit_fanout": 24,
        "endpoint_kind": "flip-flop",
        "worstPathArrival_ns": 2.18,
        "required_ns": 2.55,
    },
    "synth": {
        "syn_area_per_cell_sq_um": 12.3,
        "common_cells": "edfxtp_1 (36), nand2_1 (19), and3_1 (10), dfxtp_1 (10), o21a_1 (9)",
        "topCombFamilyByArea": "simple AND/OR/NAND/NOR gates",
        "ys.flop_type": "edfxtp_1",
        "area_leaders": "edfxtp_1 (54%), dfxtp_1 (10%), nand2_1 (3.5%), o21a_1 (3.4%), and3_1 (3.1%)",
        "ys_sh_adder": 0.0187,
        "edf_count": 36,
        "syn_area_sq_um": 2010,
        "synth_flops": 46,
        "postSynth.asyncResetShare": 0,
        "yosysTopAreaCell": "edfxtp_1",
        "ys_sh_xor": 0.0479,
        "simple_gate_share": 0.150,
        "synthAoiAreaFrac": 0.108,
        "synthMuxAreaShare": 0,
        "ys_warn_count": 1,
        "synth.distinct_cells": 31,
        "top_cell": "edfxtp_1",
        "netlist_instances": 163,
        "synth_seq_share": 0.637,
        "yosys_cells": 163,
        "synth_top_area_share": 0.537,
        "ys_area_sq_um": 2010,
    },
    "placed_design": {
        "hpwl_microns": 1960,
        "pre_cts_ws_ns": 0.387,
        "placed_area_sq_um": 2180,
        "port_buffers": 10,
        "post-place-cells": 234,
        "place.gp.congestion": 0.753,
    },
    "power_and_ir_drop": {
        "power_density_nw_per_um2": 598,
        "peakVddDrop_mv": 0.302,
        "total_power_mw": 1.35,
        "p_leak_nw": 0.814,
    },
    "floorplanning": {
        "core_area_sq_um": 4790,
        "die_h_microns": 72.9,
        "io_pins": 11,
        "fp_util": 0.420,
        "die_area_sq_um": 5320,
        "die_w_microns": 72.9,
        "num_rows": 25,
    },
    "finish": {
        "seq_area_sq_um": 1280,
        "largest_reg_flops": 30,
        "fin_area_sq_um": 2260,
        "fin_cells": 242,
        "syn2layout_area_growth_pct": 12.2,
        "drive_gt1_frac": 0.0686,
        "num-fill-cells": 420,
        "comb_area_sq_um": 653,
        "top_register": "tx_shr",
        "largest_registers": "tx_shr (30), bd (9), tx_cntr (5)",
    },
    "hold_path": {
        "hold_path_depth": 2,
        "hold_path.class": "reg2reg",
        "worstHoldStart": "bd[8]",
    },
    "outcome": {
        "status": "complete, no violations",
    },
    "job": {
        "cap_violations": 0,
        "openroad.warnings": 26,
    },
}
[through the flow]
stage	utilization	hold slack, ns
after floorplan	-	0.444
after global placement	0.455	0.461
after detailed placement	0.455	0.477
after CTS	0.472	0.491
after global routing	0.472	0.507
final	0.472	0.488
[cells by family after synthesis]
group,Yosys count
AND/OR/NAND/NOR,56
flip-flops,46
AND-OR/OR-AND,32
buffers and inverters,15
XOR/XNOR,11
adder cells (fa/ha/maj),3
[per-layer routing]
layer | share of wire | vias to the layer above | GRT usage
met1 | 0.49 | 559 | 0.211
met4 | 0.012 | 0 | 0.0174
met2 | 0.46 | 13 | 0.208
met5 | 0 | - | 0
li1 | - | 605 | -
met3 | 0.036 | 4 | 0.0364
[area by class of cell]
class | instances | area share
Inverter | 6 | 0.00998
Timing Repair Buffer | 13 | 0.0599
Clock buffer | 6 | 0.0322
Clock inverter | 2 | 0.00388
Sequential cell | 46 | 0.568
Multi-Input combinational cell | 102 | 0.289
Tap cell | 67 | 0.0371
[worst max-delay path, cell delays in order (launching register included)]
cell      delay, ns
edfxtp_1       0.42
inv_1          0.08
ha_1           0.21
or4b_1         0.83
and3_1         0.35
[power by group]
part           internal (mW)  switching, mW  leakage [nW]
Clock                  0.192          0.225        0.0426
Combinational         0.0356         0.0393         0.322
Sequential             0.844         0.0127         0.449
[path summary, 6_finish.rpt]
check / slack, ns / end
max reg2reg: 0.37 / tx_shr[17]
min: 0.49 / bd[8]
max: 0.37 / tx_shr[17]
min reg2reg: 0.49 / bd[8]
[layout by cell type, fill, tap and decap left out, types with 3 or more instances in the layout]
| cell | count |
|---|---|
| o21ai_0 | 5 |
| nand3_1 | 5 |
| nand4_1 | 3 |
| or3_1 | 4 |
| dfxtp_1 | 10 |
| and3_1 | 10 |
| xor2_1 | 4 |
| clkbuf_8 | 5 |
| nor2_1 | 7 |
| a21boi_1 | 3 |
| o21a_1 | 9 |
| edfxtp_1 | 36 |
| nand2_1 | 19 |
| a21oi_1 | 4 |
| clkdlybuf4s50_1 | 10 |
| xnor2_1 | 7 |
| a21boi_0 | 8 |
| inv_1 | 6 |
| ha_1 | 3 |
No activity file was given, so power comes from the tool's default toggle rates.
